==> flow/design.v <==
module uart_rx_rtl #(
    parameter CLK_FREQ  = 50_000_000,
    parameter BAUD_RATE = 115200
)(
    output [7:0] rx_data,
    output rx_ready,
    output flag,
    input clk,
    input rxd,
    input rst_n
);
    localparam IDLE = 2'd0,
               START_CHECK = 2'd1,
               DATA = 2'd2,
               STOP_CHECK = 2'd3,
               OVERSAMPLE_RATE = 16,
               MID_SAMPLE = 7,
               OVS_TICK_DIV = (CLK_FREQ / (BAUD_RATE * OVERSAMPLE_RATE)) - 1;
    wire baud_tick_ovs;
    reg [$clog2(OVS_TICK_DIV)-1:0] baud_counter_ovs;
    reg [3:0] sample_counter;
    reg [2:0] data_counter;
    reg [1:0] rxd_sync;
    reg [1:0] state, next_state;
    reg flag_store, rx_ready_store;
    reg [7:0] sipo, rx_data_store;
    wire sample_now;
    always @(posedge clk or negedge rst_n) begin
        if(~rst_n) baud_counter_ovs <= 0;
        else if(state == IDLE && next_state == START_CHECK) baud_counter_ovs <= 0;
        else if(baud_tick_ovs) baud_counter_ovs <= 0;
        else baud_counter_ovs <= baud_counter_ovs + 1'b1;
    end
    assign baud_tick_ovs = (baud_counter_ovs == OVS_TICK_DIV);
    always @(posedge clk or negedge rst_n) begin
        if(~rst_n) rxd_sync <= 2'b11;
        else rxd_sync <= {rxd, rxd_sync[1]};
    end
    always @(posedge clk or negedge rst_n) begin
        if(~rst_n) state <= IDLE;
        else state <= next_state;
    end
    always @* begin
        next_state = state;
        case(state)
            IDLE: if(rxd_sync[0] == 1'b0) next_state = START_CHECK;
            START_CHECK: if(sample_now) next_state = (rxd_sync[0] == 1'b0) ? DATA : IDLE;
            DATA: if(sample_now && data_counter==7) next_state = STOP_CHECK;
            STOP_CHECK: if(sample_now) next_state = IDLE;
            default: next_state = IDLE;
        endcase
    end
    always @(posedge clk or negedge rst_n) begin
        if(!rst_n) sample_counter <= 0;
        else if(state == IDLE && next_state == START_CHECK) sample_counter <= 0;
        else if(baud_tick_ovs && sample_counter == 15) sample_counter <= 0;
        else if(baud_tick_ovs) sample_counter <= sample_counter + 1'b1;
    end
    assign sample_now = (sample_counter == MID_SAMPLE) && baud_tick_ovs;
    always @(posedge clk or negedge rst_n) begin
        if(~rst_n) data_counter <= 0;
        else if(state == START_CHECK && next_state == DATA) data_counter <= 0;
        else if(state == DATA && sample_now) data_counter <= data_counter + 1'b1;
    end
    always @(posedge clk or negedge rst_n) begin
        if(~rst_n) sipo <= 0;
        else if(state == DATA && sample_now) sipo <= {rxd_sync[0], sipo[7:1]};
    end
    always @(posedge clk or negedge rst_n) begin
        if (!rst_n) flag_store <= 1'b0;
        else if (state == IDLE && next_state == START_CHECK) flag_store <= 1'b0;
        else if (state == START_CHECK && sample_now && rxd_sync[0] == 1'b1) flag_store <= 1'b1;
        else if (state == STOP_CHECK && sample_now && rxd_sync[0] == 1'b0) flag_store <= 1'b1;
    end
    assign flag = flag_store;
    always @(posedge clk or negedge rst_n) begin
        if(~rst_n) begin
            rx_ready_store <= 1'b0;
            rx_data_store <= 0;
        end
        else if(state==STOP_CHECK && sample_now && rxd_sync[0]) begin
            rx_ready_store <= 1'b1;
            rx_data_store <= sipo;
        end
        else rx_ready_store <= 1'b0;
    end
    assign rx_ready = rx_ready_store;
    assign rx_data = rx_data_store;
endmodule
==> flow/run.sh <==
#!/bin/bash
# OpenROAD 26Q1-2900-gdf79404cd8, Yosys 0.63+post, stock flow scripts
make -C /OpenROAD-flow-scripts/flow DESIGN_CONFIG=/design/flow/config.mk WORK_HOME=/design/flow/orfs finish
==> flow/config.mk <==
export PLATFORM = sky130hd
export DESIGN_NAME = uart_rx_rtl
export DESIGN_NICKNAME = uart_rx_rtl
export VERILOG_FILES = /design/flow/design.v
export SDC_FILE = /design/flow/constraint.sdc
export NUM_CORES = 4
export LEC_CHECK = 1
export CORE_AREA = 10 10 102 102
export DIE_AREA = 0 0 112 112
==> flow/constraint.sdc <==
current_design uart_rx_rtl

set clk_period 4.3
set clk_io_pct 0.2

create_clock -name clk0 -period $clk_period [get_ports {clk}]

set non_clock_inputs [all_inputs -no_clocks]
set_input_delay [expr $clk_period * $clk_io_pct] -clock clk0 $non_clock_inputs
set_output_delay [expr $clk_period * $clk_io_pct] -clock clk0 [all_outputs]
==> results.ini <==
[run_status]
outcome = complete, no violations

[synthesis]
most_common_cell = dfrtp_1
synthCells = 127
syn_area_um2 = 1619
numSynthFlops = 36
synth_area_leader_cell = dfrtp_1
top_area_share_pct = 51.00
area_leaders = dfrtp_1 (51%), mux2_2 (12%), dfstp_2 (4.9%)
ys_cells = 127
ys_seq_share_pct = 55.87
ys_types = 39
netlist_top_cells_count = dfrtp_1 (33), mux2_2 (17), nand2_1 (9)
yosys_warnings = 1
yosys_area_um2 = 1619
ff_type = dfrtp_1
synthArstFlopShare_pct = 100.0
syn_area_per_cell_um2 = 12.75
edf_count = 0

[die]
die_width_um = 112
die_y_um = 112
die-area_um2 = 12540
row_count = 33
core-area_um2 = 8217
initCoreUtil_pct = 19.70
io_pins = 13

[worst_setup_path]
rrSetupSlack_ps = 2330
critPathMaxStageDelay_ps = 470
reg2reg_from = sample_counter[0]
cp_slowest_cell = clkdlybuf4s50_1
cp_max_fo = 2
criticalPathCategory = reg -> out
worstRegToRegCells = 4
crit_chain = clkdlybuf4s50_1
startpoint_type = flip-flop
path_buffers = 1
r2r_end = sipo[7]
cp_data_required_time_ps = 3440
cp_top_family = buffers and inverters
cp.arrival_ps = 1120
cp-end-kind = output port

[final_timing]
fin_setup_tns_ps = 0
rsz0062_at_grt = no
max_freq_ghz = 0.5051
hold_viol_final = 0
fin_skew_ps = 4.346
setup_viol = 0
slew_headroom_pct = 43.56
slew_violations = 0
period_used_pct = 46.04
whs_ps = 355.4
worst_pin_slew_ps = 838.9
fin_crit_ps = 1980

[clocking]
clkTransAtPathRegs_ps = 70
worstSkewPairLatency_ps = 280
cts_htree_levels = 2
cts.sinks = 36
cts_tree = yes
postCtsHoldBufs = 0
root_buffer = clkbuf_8
cts_setup_buffers = 0
numCtsBuffers = 5
post_cts_resized = 0
clockBufferDepth = 2

[min_path]
whs_path_depth = 0
hold_start = rxd_sync[1]
hold_path_end = rxd_sync[0]
hp-class = reg -> reg

[grt]
grt_usage_pct = 4.749
antenna_found_initial = 0
grt.overflow.total = 0
grt_start_max_net_pins = 37
grt_pass1_vias = 1034
grt_pass1_wl_um = 5175

[route]
avgRoutedWirePerCell_um = 11.62
via_per_inst = 4.179
wl_um = 2917
drc = 0
vias = 1049
drt_iter0_markers = 90
ant_nets = 0
antennaDiodeCount = 0
first_pass_iters = 4

[placed_design]
place.gp.congestion = 0.8204
dpl.hpwl_um = 2073
dp.cells = 243
io_buffers = 12

[final_layout]
synthToLayoutAreaGrowth_pct = 21.02
stdcell_count = 251
drive_gt1_share_pct = 24.66

[power]
vdd_drop_max_uv = 233.7
p_leak_nw = 0.8700
power-per-cell-area_nw_per_um2 = 302.3

[job]
drv_cap = 0
tool_warnings = 26

[per-layer routing]
| metal | GRT usage [%] | up-vias | share of wire [%] |
|---|---|---|---|
| li1 | - | 507 | - |
| met1 | 6.386 | 519 | 48 |
| met2 | 7.576 | 19 | 46 |
| met3 | 1.574 | 4 | 4.8 |
| met4 | 0.4230 | 0 | 0.99 |
| met5 | 0 | - | 0 |
[power breakdown]
part	switching, mW	internal [mW]
clock	0.112	0.130
combinational	0.00688	0.00228
sequential	0.000952	0.340
[per-stage QoR]
stage | area, µm² | utilization, % | setup WS (ps) | total power, mW
CTS | 1959 | 23.85 | 2285 | 0.6034
finish | 1959 | 23.85 | 2320 | 0.5923
detailed placement | 1866 | 22.70 | 2347 | 0.3576
global placement | 1866 | 22.70 | 2380 | 0.3577
global route | 1959 | 23.85 | 2193 | 0.6196
floorplan | 1619 | - | 2659 | 0.3484
[sequential cells by signal, indices dropped and copies added (netlist names)]
register,cells
rxd_sync,2
baud_counter_ovs,5
state,4
rx_data_store,8
rx_ready_store,1
sipo,8
sample_counter,4
data_counter,3
flag_store,1
[logic make-up (layout without fill, tap and decap cells)]
kind of cell | count (synthesis) | count (layout) | share of synthesized area (%)
adders and majority gates | 5 | 5 | 3.864
xor gates and xnor gates | 3 | 3 | 1.623
buffers and inverters | 7 | 26 | 1.854
and+or+nand+nor | 36 | 36 | 14.22
AOI/OAI and AO/OA | 23 | 23 | 10.74
DFF | 36 | 36 | 55.87
muxes | 17 | 17 | 11.82
[worst reg2reg max path, delay by kind of cell, from the launching register on]
family / cells / cell delay, ps
flip-flops: 1 / 420
adder cells (fa/ha/maj): 1 / 360
AND/OR/NAND/NOR: 2 / 700
multiplexers: 1 / 390
[worst max-delay path by stage]
stage / start / to / slack [ps] / cells past startpoint
CTS: flag_store / flag / 2280 / 1
global route: sample_counter[0] / sipo[0] / 2190 / 4
finish: rx_data_store[7] / rx_data[7] / 2320 / 1
[area by class of cell]
type / instances / area, µm²
clock inverters: 1 / 7.507
clock buffers: 7 / 86.33
inverters: 4 / 15.01
flip-flops and latches: 36 / 904.6
well taps: 105 / 131.4
repair buffers: 14 / 130.1
fillers: 841 / 6257
multi-input cells: 84 / 684.4
[cells in the final DEF, fill, tap and decap left out, types with 2 or more instances in the layout]
cell             instances
nor2_1                   7
a31oi_1                  3
a21oi_1                  2
ha_1                     5
nand3_1                  6
mux2_2                  17
nand2_1                  9
dfrtp_1                 33
xor2_1                   2
a22oi_1                  3
clkbuf_8                 6
o21ai_0                  4
and4b_1                  2
a221oi_1                 2
dfstp_2                  3
clkdlybuf4s50_1         11
inv_1                    4
buf_4                    2
Power and IR drop assume default switching activity.
